File: flow/run.sh
#!/bin/bash
# OpenROAD 26Q1-2900-gdf79404cd8, Yosys 0.63+post, stock flow scripts
make -C /OpenROAD-flow-scripts/flow DESIGN_CONFIG=/design/flow/config.mk WORK_HOME=/design/flow/orfs finish
File: flow/config.mk
export PLATFORM = sky130hd
export DESIGN_NAME = mXnBits_Shift
export DESIGN_NICKNAME = mXnBits_Shift
export VERILOG_FILES = /design/flow/design.v
export SDC_FILE = /design/flow/constraint.sdc
export NUM_CORES = 4
export LEC_CHECK = 1
export CORE_AREA = 10 10 72 72
export DIE_AREA = 0 0 82 82
File: flow/constraint.sdc
current_design mXnBits_Shift

set clk_period 1.5
set clk_io_pct 0.2

create_clock -name clk0 -period $clk_period

set non_clock_inputs [all_inputs -no_clocks]
set_input_delay [expr $clk_period * $clk_io_pct] -clock clk0 $non_clock_inputs
set_output_delay [expr $clk_period * $clk_io_pct] -clock clk0 [all_outputs]
File: flow/design.v
`default_nettype none
module UnpackPack_Shift #( parameter WIDTH = 4, parameter SETS = 2, parameter OP = 0 ) (
input wire [ SETS*WIDTH-1:0 ] in_packed,
    input wire [ SETS*WIDTH-1:0 ] shift_packed,
    output wire [ SETS*WIDTH-1:0 ] out_packed,
    output wire [ SETS*WIDTH-1:0 ] overflow_packed
);
    wire [ WIDTH-1:0 ] in_unpacked [ SETS-1:0 ];
    wire [ WIDTH-1:0 ] shift_unpacked [ SETS-1:0 ];
    wire [ WIDTH-1:0 ] out_unpacked [ SETS-1:0 ];
    wire [ WIDTH-1:0 ] overflow_unpacked [ SETS-1:0 ];
    genvar i;
    generate
        for( i = 0; i < SETS; i = i + 1 ) begin : unpack_inputs
            assign in_unpacked[ i ] = in_packed[ i*WIDTH +: WIDTH ];
            assign shift_unpacked[ i ] = shift_packed[ i*WIDTH +: WIDTH ];
        end
        for( i = 0; i < SETS; i = i + 1 ) begin : shift_operation
            nBit_Shift #( .WIDTH( WIDTH ), .OP( OP ) ) shift(
                .in( in_unpacked[ i ] ),
                .shift( shift_unpacked[ i ] ),
                .out( out_unpacked[ i ] ),
                .overflow( overflow_unpacked[ i ] )
            );
        end
        for( i = 0; i < SETS; i = i + 1 ) begin : pack_outputs
            assign out_packed[ i*WIDTH +: WIDTH ] = out_unpacked[ i ];
            assign overflow_packed[ i*WIDTH +: WIDTH ] = overflow_unpacked[ i ];
        end
    endgenerate
endmodule
module mXnBits_Shift #( parameter WIDTH = 4, parameter SETS = 2, parameter OP = 0) (
    input wire [ SETS*WIDTH-1:0 ] in_packed,
    input wire [ SETS*WIDTH-1:0 ] shift_packed,
    output wire [ SETS*WIDTH-1:0 ] out_packed,
    output wire [ SETS*WIDTH-1:0 ] overflow_packed
);
    generate
        if( OP == 0 ) begin
            UnpackPack_Shift #( .WIDTH( WIDTH ), .SETS( SETS ), .OP( 0 ) ) shift_logical(
                .in_packed( in_packed ),
                .shift_packed( shift_packed ),
                .out_packed( out_packed ),
                .overflow_packed( overflow_packed )
            ); 
        end
        else if( OP == 1 ) begin
            UnpackPack_Shift #( .WIDTH( WIDTH ), .SETS( SETS ), .OP( 1 ) ) shift_arithmetic(
                .in_packed( in_packed ),
                .shift_packed( shift_packed ),
                .out_packed( out_packed ),
                .overflow_packed( overflow_packed )
            );
        end
    endgenerate
endmodule
module nBit_Shift #( parameter WIDTH = 4, parameter OP = 0 ) (
    input wire [ WIDTH-1:0 ] in,
    input wire [ WIDTH-1:0 ] shift,
    output reg [ WIDTH-1:0 ] out,
    output reg [ WIDTH-1:0 ] overflow
);
    generate
        if( WIDTH < 2 ) begin
            initial begin
                $error( "WIDTH must be at least 2" );
            end
        end
        else if( OP < 0 || OP > 1 ) begin
            initial begin
                $error( "OP must be between 0 or 1" );
            end
        end
    endgenerate
    wire shift_dir = shift[ 0 ];   
    wire [ WIDTH-2:0 ] shift_amt = shift[ WIDTH-2:1 ];  
    wire fill = shift[ WIDTH-1 ];     
    always @(*) begin
        out = { WIDTH{ 1'b0 } };
        overflow = { WIDTH{ 1'b0 } };
        if( OP == 0 ) begin  
            if( shift_dir == 1'b0 ) begin    
                out = ( in << shift_amt ) | ( fill << ( shift_amt - 1 ) );
                overflow = in >> ( WIDTH - shift_amt );
            end
            else begin   
                out = ( in >> shift_amt ) | ( fill << ( WIDTH - shift_amt ) );
                overflow = in & ( ( 1 << shift_amt ) - 1 );
            end
        end
        else if( OP == 1 ) begin     
                if( shift_dir == 1'b0 ) begin    
                    out = in << shift_amt;
                    overflow = in >> ( WIDTH - shift_amt );
                end      
                else begin
                    out = $signed( in ) >>> shift_amt;
                    overflow = in & ( ( 1 << shift_amt ) - 1 );
                end
        end
        else begin
                $error( "Error: Default case succeeded where it shouldn't. \n" );
                $finish;
        end
    end
endmodule
==> run summary <==
flow finished, numbers: status=finished with violations, failing checks=negative setup slack, I/O pin count=32, IO buf count=32, type of the worst setup path=in -> out, die area=6720 sq um, YS warnings=2, OpenROAD warnings=43, share of cells above drive strength 1=57.6%, Worst-Margin Slew=0.389 ns, critical path launch point type=primary input, 1st-iter DRT viols=24, Final WS setup=-0.277 ns, Chip Area, Yosys=897 sq um, Synth Seq Share=0%, combinational gate area=1010 sq um, ys cells=123, HPWL after detailed placement=2250 um, Leakage=0.000845 uW, CORE AREA=3690 sq um, final number of max-transition violations=0, max frequency=563 MHz, Slew headroom=74.1%, pin count of the biggest net entering global routing=16, Final Util=50.4%, area delta synth->final=107%, Routed Antenna Nets=0, Critical Path Source=shift_packed[1], Post-CTS Hold Fix Bufs=0, Cells after Synth=123, drt pass-1 iters=4, worst setup path endpoint=out_packed[1], Routed WL=3500 um, placed insts=222, die outline height=82 um, Tightest Hold Check Type=in -> out, Routability Congestion=0.807, RSZ-0062 raised after global routing=yes, WHS=1.01 ns, Row Count=22, Arr. time, crit path=1.48 ns, WL/cell=14.2 um, final hold violations=0, Finished Layout Cells=246, FP Util=24.3%, vias in the first global route=1,207, top cells by area=ha_1, mux2i_1, a21oi_1, first-pass GRT wire length=5640 um, Area leader share=13.9%, Yosys top cell by area=ha_1, fin crit share=118%, distinct lib cells=41, CLK BUF=0, worst vdd ir=0.000186 V, drc violations=0, Final min period=1.78 ns, Design Power=604 uW, register area=0 sq um, average size of a mapped cell=7.29 sq um, power density over the cells=325 nW/um^2, Vias=1,250, flop count=0, Max Cap Viol=0, Mapped Area=897 sq um, initial antenna violation count=0, GRT overflow=0, ant diodes=0, Avg Vias per Cell=5.08, CP required=1.20 ns, Finish-stage setup viols=16, crit-path max FO=6, fill cell count=313, Tot GR Track Use=9.91%, critical path capture point type=primary output, Die W=82 um
==> worst max-delay path: stages <==
cell and delay (ns):
buf_8 0.08, inv_6 0.03, ha_4 0.26, buf_4 0.14
buf_6 0.11, a21oi_2 0.09, o22ai_1 0.09, a32o_1 0.25
buf_2 0.11
==> report_power, final <==
group          switching (uW)  internal (uW)  leakage (uW)
Clock                       0              0             0
Sequential                  0              0             0
Combinational             259            345      0.000845
Total                     259            345      0.000845
==> layer usage <==
metal  vias to the layer above  share of wire, %  GRT usage (%)
li1                        622                 -              -
met1                       594                50           14.3
met2                        34                45           16.3
met3                         0               4.7           1.32
met4                         0                 0              0
met5                         -                 0              0
==> worst min path at each step <==
| stage | from | to | slack, ns | depth (start not counted) |
|---|---|---|---|---|
| 4_1_cts | in_packed[1] | overflow_packed[1] | 1.01 | 3 |
| 5_1_grt | in_packed[1] | overflow_packed[1] | 1.06 | 3 |
| 6_report | in_packed[1] | overflow_packed[1] | 1.01 | 3 |
==> cells by family (layout without fill, tap and decap cells) <==
logic type / after synthesis / in the layout / share of synthesized area, %
xor+xnor: 4 / 4 / 3.91
buf+inv: 16 / 91 / 13.0
compound gates: 39 / 39 / 30.7
fa+ha+maj: 10 / 10 / 13.9
simple gates: 43 / 43 / 24.7
mux: 11 / 11 / 13.8
==> Yosys cell counts (2+ instances only) <==
cell / number
a31oi_1: 4
a32o_1: 4
nor2b_1: 7
buf_6: 2
a211oi_1: 3
xor2_1: 2
buf_4: 3
nor4_1: 2
o21bai_1: 2
xnor2_1: 2
o22ai_1: 4
inv_1: 5
nor3_1: 3
mux2i_1: 9
nand2_1: 7
o21ai_0: 3
o221ai_1: 3
a21oi_1: 9
nand2b_1: 3
ha_1: 10
buf_2: 3
nand3_1: 3
nor2_1: 12
==> metrics by stage <==
step | setup slack (ns) | cell area (sq um) | TNS, ns
5_1_grt | -0.324 | 1860 | -3.64
4_1_cts | -0.282 | 1770 | -2.52
2_1_floorplan | -0.0818 | 985 | -0.315
3_3_place_gp | -1.08 | 1470 | -16.32
3_5_place_dp | -1.11 | 1470 | -16.38
6_report | -0.277 | 1860 | -2.60
==> cells in the final DEF (no fill, tap or decap), types with 3 or more instances in the layout <==
master,instances
buf_2,20
o21ai_1,3
inv_8,3
buf_8,4
mux2i_1,8
o22ai_1,3
a31oi_1,3
buf_4,36
nor2_1,10
ha_1,4
clkdlybuf4s15_2,3
buf_6,14
a21oi_1,7
a32o_1,4
nand2_1,7
ha_4,4
nor2b_1,5
dlygate4sd2_1,4
==> what timing repair did <==
action                     CTS  global route
pin swaps                   23            20
gates resized              156            18
buffers inserted            20             8
cloned                       1             0
setup endpoints to repair   16            16
==> area by class of cell <==
| type | count | share of cell area [%] |
|---|---|---|
| multi-input combinational | 107 | 54.2 |
| timing repair buffer | 85 | 39.8 |
| inverter | 6 | 2.83 |
| tap | 48 | 3.23 |
No activity file was given, so power comes from the tool's default toggle rates.
